--- flow/config.mk ---
export PLATFORM = sky130hd
export DESIGN_NAME = divisor
export DESIGN_NICKNAME = divisor
export VERILOG_FILES = /design/flow/design.v
export SDC_FILE = /design/flow/constraint.sdc
export NUM_CORES = 4
export LEC_CHECK = 1
export CORE_AREA = 10 10 70 70
export DIE_AREA = 0 0 80 80
--- flow/constraint.sdc ---
current_design divisor

set clk_period 1.9
set clk_io_pct 0.2

create_clock -name clk0 -period $clk_period [get_ports {clk}]

set non_clock_inputs [all_inputs -no_clocks]
set_input_delay [expr $clk_period * $clk_io_pct] -clock clk0 $non_clock_inputs
set_output_delay [expr $clk_period * $clk_io_pct] -clock clk0 [all_outputs]
--- flow/design.v ---
`timescale 1ns / 1ps
module divisor( input [2:0] DV,
							  input [2:0] DR,
							  input init,
							  input clk,
							  output reg [5:0] pp,
							  output reg done
    );
reg sh;
reg rst;
reg add;
reg count;
reg [5:0] A;
wire z;
reg [2:0] status =0;
assign z=(A[2]==0)?1:0;
always @(posedge clk) begin
	if (rst) begin
		A = {3'b000,DV};
		count=3;
	end
	else	begin
		if (sh) begin
			A= A << 1;
			count=count-1;
		end
	end
end
always @(posedge clk) begin
	if (rst) begin
		pp =0;
	end
	else	begin
		if (add) begin
		pp =pp+A;
		end
	end
end
parameter START =0,  CHECK =1, ADD =2, SHIFT_DEC =3, END1 =4;
always @(posedge clk) begin
	case (status)
	START: begin
		done=0;
		lda=0;
		init=1;
		dv0=0;
    sh=0;
		dec=0;
		if (init) begin
			status=SHIFT_DEC;
		end
		end
	CHECK: begin
	done=0;
	lda=0;
	init=0;
	dv0=0;
	sh=0;
	dec=0;
		if (z==0) begin
		   if (A[2]==0)begin
			 status=ADD;
			 end
			 if (A[2]==1)begin
			 status=SHIFT_DEC;
			 end
		end
		else begin
		status=END1;
		end
		end
	ADD: begin
	done=0;
	lda=1;
	init=0;
	dv0=1;
	sh=0;
	dec=0;
	if (z==0)begin
	  status=SHIFT_DEC;
	end
	else begin
	  status=END1;
	end
	end
	SHIFT_DEC: begin
	done=0;
	lda=0;
	init=0;
	dv0=dv0;
	sh=1;
	dec=1;
	status=CHECK;
	end
	END1: begin
	done=1;
	lda=0;
	init=0;
	dv0=0;
	sh=0;
	dec=0;
	end
	 default:
		status =START;
	endcase
end
endmodule
--- flow/run.sh ---
#!/bin/bash
# OpenROAD 26Q1-2900-gdf79404cd8, Yosys 0.63+post, stock flow scripts
make -C /OpenROAD-flow-scripts/flow DESIGN_CONFIG=/design/flow/config.mk WORK_HOME=/design/flow/orfs finish
==> flow_summary_export.csv <==
group,metric,value,unit
outcome,run_status,"finished clean",
floorplanning,io_pins,15,
worst_setup_path,cp_num_buf_inv,1,
worst_setup_path,worstPathRequired,1520,ps
grt,overflow,0,
placed_design,place_ws,724,ps
grt,grt_first_pass_wirelength,558,um
worst_setup_path,cp_data_arrival_time,1030,ps
yosys,yosys-stat-cells,19,
cells_and_area,fill_cells,411,
timing,fin_crit_sh,0.742,
yosys,ff_type,"edfxtp_1",
worst_setup_path,slowest_delay,490,ps
worst_setup_path,cp_cell_sequence,"clkdlybuf4s50_1",
clock_network,h-tree-depth,1,
timing,setup_viol,0,
power,switching_share,0.164,
yosys,yosysTopAreaCell,"edfxtp_1",
worst_setup_path,cp_top_family,"buffers and inverters",
floorplanning,die_h,80,um
floorplanning,fp_util,0.0641,
clock_network,cts_resized,0,
power,power.share.clock,0.514,
clock_network,ctsHoldBuffers,0,
worst_setup_path,slowest_stage,"clkdlybuf4s50_1",
detailed_routing,diodes,0,
worst_setup_path,r2r-start,"status[1]",
timing,rsz0062_at_grt,"no",
clock_network,root_buffer,"clkbuf_4",
power,ir_drop,0.268,mV
job,cap_violations,0,
yosys,ys_types,10,
placed_design,place_congestion,0.642,
detailed_routing,drt_first_pass_iters,1,
worst_setup_path,start_kind,"register",
power,p_leak,0.0928,nW
detailed_routing,avgViaCountPerCell,1.63,
cells_and_area,combGateArea,72.6,um2
grt,grt_use_total,0.0112,
worst_hold_path,hold_class,"reg -> reg",
floorplanning,core_area,3420,um2
grt,antenna_found_initial,0,
power,pwr_density_cell,705,nW/um2
clock_network,cts_max_path_buffers,2,
yosys,synthTopCellsByArea,"edfxtp_1, buf_4, nor2b_4",
clock_network,insertion_delay,230,ps
detailed_routing,wl,341,um
detailed_routing,wire_per_inst,5.01,um
yosys,ys_ff,4,
yosys,edf_count,4,
floorplanning,die-width,80,um
clock_network,cts.sinks,4,
yosys,synthCells,19,
yosys,yosys_warnings,26,
floorplanning,rows,21,
power,combinationalPowerShare,0.004,
yosys,async_flop_share,0,
yosys,ys_area,219,um2
yosys,syn_area_per_cell,11.5,um2
yosys,ys_seq_share,0.549,
timing,skew,4.87,ps
timing,fin_setup_tns,0,ps
job,tool_warnings,32,
timing,worst_slack,489,ps
timing,whs,635,ps
worst_setup_path,crit_path_start,"done",
detailed_routing,dr.first_iter.drc_count,0,
cells_and_area,layout-drive-gt1-share,0.182,
timing,finalCriticalPeriod,1410,ps
yosys,top_cell_area_share,0.549,
timing,clock.fmax,709,MHz
timing,hold_violations,0,
timing,slew_viol_final,0,
detailed_routing,vias,111,
cells_and_area,area_growth,29.1,%
worst_hold_path,holdCritStartpoint,"status[0]",
clock_network,cts_setup_buffers,0,
power,p_sw,0.0326,mW
clock_network,cts_tree,"yes",
detailed_routing,drc,0,
cells_and_area,utilization,0.0828,
yosys,top_cell,"buf_4",
grt,first_global_vias,120,
power,p_int,0.167,mW
placed_design,numPortBuffers,1,
worst_setup_path,worstSetupPathType,"reg -> out",
cells_and_area,final-seq-area,120,um2
power,power_frac_seq,0.483,
worst_setup_path,critPathCaptureType,"output pin",
clock_network,cts.clk_slew.worst_paths,40,ps
worst_setup_path,worstPathMaxFanout,1,
yosys,synth_area,219,um2
floorplanning,die_area,6400,um2
detailed_routing,antenna_left,0,
grt,grt_start_max_net_pins,7,
yosys,common_cells,"buf_4, edfxtp_1, nor2_1",
clock_network,cts_made_buffers,3,
==> power by group through the flow <==
stage	clock network (mW)	logic [mW]	registers [mW]
after CTS	0.106	0.00112	0.0962
after global routing	0.113	0.00133	0.0961
final	0.102	0.000741	0.0962
==> cells by family after synthesis <==
kind of cell / synth area share
and+or+nand+nor: 0.166
buffers and inverters: 0.206
DFF: 0.549
AOI/OAI and AO/OA: 0.0228
xor gates and xnor gates: 0.0400
other: 0.0171
==> layer usage <==
layer,wire length [um],global-route usage
met5,0,0
met4,0,0.00352
met3,23,0.0114
met2,141,0.0136
met1,177,0.0128
==> sequential cells by signal, indices dropped and copies added (netlist names) <==
register / count
done: 1
status: 3
==> placed cells by master, fill, tap and decap left out, drive strengths merged <==
master and count:
conb 6, edfxtp 4, clkbuf 3, nor2 2, nor3 1, xnor2 1
and2 1, nor2b 1, o21ai 1, nand2 1, clkdlybuf4s50 1
==> area by class of cell <==
| class | instances | area share |
|---|---|---|
| clock buffers | 3 | 0.0796 |
| multi-input cells | 14 | 0.257 |
| flip-flops and latches | 4 | 0.425 |
| well taps | 46 | 0.204 |
| repair buffers | 1 | 0.0354 |
==> stage by stage <==
step,instances,cell area (um2),total power [mW]
finish,68,283,0.199
global route,68,283,0.211
CTS,68,283,0.204
detailed placement,65,260,0.0985
global placement,65,260,0.0988
floorplan,24,238,0.106
==> final timing paths <==
kind                                   to  slack (ps)  cells past startpoint
worst min register to register  status[1]         640                      1
worst max register to register  status[0]         890                      2
worst max-delay path                 done         490                      1
worst min-delay path            status[1]         640                      1
Power figures rest on the tool's default switching activity, not on a simulated workload.

==> flow/run.sh <==
#!/bin/bash
# OpenROAD 26Q1-2900-gdf79404cd8, Yosys 0.63+post, stock flow scripts
make -C /OpenROAD-flow-scripts/flow DESIGN_CONFIG=/design/flow/config.mk WORK_HOME=/design/flow/orfs finish
==> flow/config.mk <==
export PLATFORM = sky130hd
export DESIGN_NAME = restador
export DESIGN_NICKNAME = restador
export VERILOG_FILES = /design/flow/design.v
export SDC_FILE = /design/flow/constraint.sdc
export NUM_CORES = 4
export LEC_CHECK = 1
export CORE_AREA = 10 10 70 70
export DIE_AREA = 0 0 80 80
==> flow/constraint.sdc <==
current_design restador

set clk_period 3.4
set clk_io_pct 0.2

create_clock -name clk0 -period $clk_period

set non_clock_inputs [all_inputs -no_clocks]
set_input_delay [expr $clk_period * $clk_io_pct] -clock clk0 $non_clock_inputs
set_output_delay [expr $clk_period * $clk_io_pct] -clock clk0 [all_outputs]
==> flow/design.v <==
`timescale 1ns / 1ps
module restador(
    init, xi, yi,co,sal);
  input init;
  input [3 :0] xi;
  input [3 :0] yi;
  output co;
  output [3 :0] sal;
  wire [4:0] st;
  assign sal= st[3:0];
  assign Cout = st[4];
  assign st  = 	xi-yi;
endmodule
==> results.sh <==
# implementation run metrics
export IMPL_rsz0062_at_grt="no"
export IMPL_finalHoldViolations=0
export IMPL_wl_per_cell_um=5.05
export IMPL_syn_area_um2=128
export IMPL_fp_util_pct=3.74
export IMPL_setup_viol_count_final=0
export IMPL_drc_errors=0
export IMPL_ir_drop_uv=22.3
export IMPL_grt_antenna_before_repair=0
export IMPL_die_area_mm2=0.00640
export IMPL_synth_avg_cell_area_um2=7.98
export IMPL_flop_count=0
export IMPL_areaGrowthSynthToFinish_pct=133
export IMPL_finalClockPeriodUsage_pct=93.4
export IMPL_synthTopCellsByCount="inv_1, ha_1, xnor2_1"
export IMPL_grt_ovfl_total=0
export IMPL_postRouteWirelength_um=369
export IMPL_grtUsageMet1_pct=1.66
export IMPL_leakage_nw=0.122
export IMPL_post_cts_resized=0
export IMPL_die_width_um=80
export IMPL_top_area_share_pct=29.4
export IMPL_clock_buffers=0
export IMPL_fin_crit_ns=3.18
export IMPL_regArea_um2=0
export IMPL_outcome="finished, final reports clean"
export IMPL_cp_max_fo=3
export IMPL_grt_start_max_net_pins=4
export IMPL_hold_path_class="input port to output pin"
export IMPL_busiest_layer="met1"
export IMPL_globalRouteMet2Util_pct=1.28
export IMPL_postCtsSetupBuffers=0
export IMPL_grt_pass1_wl_um=558
export IMPL_synthCells=16
export IMPL_ys_seq_share_pct=0
export IMPL_diodes=0
export IMPL_ys_area_um2=128
export IMPL_postCtsHoldBufs=0
export IMPL_endpoint_kind="output pin"
export IMPL_core_area_mm2=0.00342
export IMPL_cp_arrival_ns=2.50
export IMPL_top_cell="inv_1"
export IMPL_p_total_uw=38.2
export IMPL_ys_types=9
export IMPL_ys_warnings_count=2
export IMPL_critPathKind="input port to output pin"
export IMPL_tool_warnings=33
export IMPL_viasPerCell=1.75
export IMPL_fillers=401
export IMPL_drt_iter0_markers=1
export IMPL_p_per_area_mw_per_mm2=128
export IMPL_ys_cells=16
export IMPL_dp_hpwl_um=354
export IMPL_fmax_ghz=0.315
export IMPL_grt_pass1_vias=135
export IMPL_area_leaders="ha_1, fa_1, inv_1, xnor2_1, xor2_1"
export IMPL_ant_nets=0
export IMPL_yosysTopAreaCell="ha_1"
export IMPL_maxCapViolCount=0
export IMPL_worstSetupStartpoint="yi[2]"
export IMPL_groute_usage_overall_pct=1.02
export IMPL_ios=14
export IMPL_die_h_um=80
export IMPL_port_buffers=12
export IMPL_grt_use_met3_pct=0.341
export IMPL_dr_pass1_iters=2
export IMPL_final_setup_tns_ns=0
export IMPL_via_count=128
export IMPL_rows=21
export IMPL_critPathCapture="sal[3]"
export IMPL_slew_viol_final=0
export IMPL_cp_required_ns=2.72
export IMPL_layout_drive_gt1_share_pct=0
export IMPL_place_gp_congestion=0.699
export IMPL_critPathLaunchType="input port"
[power by group]
group	switching (mW)	internal, mW
clock network	0	0
logic	0.0103	0.0279
registers	0	0
[layout make-up]
class                           count  area (um^2)  share of cell area [%]
Tap cell                           46         57.6                    19.3
Multi-Input combinational cell     10          101                    34.0
Timing Repair Buffer               12          120                    40.3
Inverter                            5         18.8                    6.30
[cell families (layout without fill, tap and decap cells)]
logic type      Yosys count  after routing  synth area share [%]
xor+xnor                  3              3                  20.6
buf+inv                   6             17                  20.6
compound gates            2              2                  10.8
other cells               1              1                  2.94
fa+ha+maj                 4              4                  45.1
[how the worst min path moves through the flow]
stage,start,endpoint,depth (start not counted)
after CTS,xi[0],sal[0],5
after global routing,xi[0],sal[0],5
final,xi[0],sal[0],5
[stage by stage]
stage	cell area (um^2)	std cells	setup WS (ns)	utilization, %	hold slack [ns]
global placement	298	73	0.185	8.72	2.36
CTS	298	73	0.170	8.72	2.36
finish	298	73	0.224	8.72	2.35
detailed placement	298	73	0.188	8.72	2.35
floorplan	128	16	1.28	-	1.47
global route	298	73	0.114	8.72	2.39
[critical path: stages]
cell	delay, ns
clkdlybuf4s50_1	0.45
inv_1	0.04
ha_1	0.31
a21o_1	0.19
a31oi_1	0.20
xnor2_1	0.14
clkdlybuf4s50_1	0.49
[routing by layer]
layer  part of all wire (%)  wire [um]  vias up
met5                      0          0        -
met1                     54        198       50
met2                     29        106       10
met4                      0          0        0
met3                     17         64        0
li1                       -          -       68
[placed cells by master, fill, tap and decap left out, drive strengths merged]
cell / n
inv: 5
a31oi: 1
xnor2: 2
a21o: 1
ha: 3
clkdlybuf4s50: 12
conb: 1
fa: 1
xor2: 1

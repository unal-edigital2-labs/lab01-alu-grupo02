$ cat flow/design.v
`timescale 1ns / 1ps
module alu(
    input [2:0] portA,
    input [2:0] portB,
    input [1:0] opcode,
    output [0:6] sseg,
    output [3:0] an,
    input clk,
    input rst
 );
wire [3:0] sal_suma;
wire [3:0] sal_resta;
wire [3:0] sal_div;
wire [5:0] sal_mult;
reg [3:0] init; 
wire init_suma;
wire init_resta;
wire init_mult;
wire init_div;
assign init_suma= init[0];
assign init_resta=init[1];
assign init_mult=init[2];
assign init_div=init[3];
reg [15:0]int_bcd;
wire [3:0] operacion;
always @(*) begin
	case(opcode) 
		2'b00: init<=1;
		2'b01: init<=2;
		2'b10: init<=4;
		2'b11: init<=8;
	default:
		init <= 0;
	endcase
end
always @(*) begin
	case(opcode) 
		2'b00: int_bcd <={8'b00,sal_suma};
		2'b01: int_bcd <={8'b00,sal_resta};
		2'b10: int_bcd <={8'b00,sal_mult};
		2'b11: int_bcd <={8'b00,sal_div};
	default:
		int_bcd <= 0;
	endcase
end
sum4b sum(. init(init_suma),.xi({1'b0,portA}), .yi({1'b0,portB}),.sal(sal_suma));
multiplicador mul ( .MR(portA), .MD(portB), .init(init_mult),.clk(clk), .pp(sal_mult));
display dp( .num(int_bcd), .clk(clk), .sseg(sseg), .an(an), .rst(rst));
endmodule
`timescale 1ns / 1ps
module display(
    input [15:0] num,
    input clk,
    output [0:6] sseg,
    output reg [3:0] an,
	 input rst
	 );
reg [3:0]bcd=0;
BCDtoSSeg bcdtosseg(.BCD(bcd), .SSeg(sseg));
reg [26:0] cfreq=0;
wire enable;
assign enable = cfreq[16];
always @(posedge clk) begin
  if(rst==1) begin
		cfreq <= 0;
	end else begin
		cfreq <=cfreq+1;
	end
end
reg [1:0] count =0;
always @(posedge enable) begin
		if(rst==1) begin
			count<= 0;
			an<=4'b1111; 
		end else begin 
			count<= count+1;
			an<=4'b1101; 
			case (count) 
				2'h0: begin bcd <= num[3:0];   an<=4'b1110; end 
				2'h1: begin bcd <= num[7:4];   an<=4'b1101; end 
				2'h2: begin bcd <= num[11:8];  an<=4'b1011; end 
				2'h3: begin bcd <= num[15:12]; an<=4'b0111; end 
			endcase
		end
end
endmodule
module BCDtoSSeg (BCD, SSeg);
  input [3:0] BCD;
  output reg [6:0] SSeg;
always @ ( * ) begin
  case (BCD)
    4'b0000: SSeg = 7'b1000000;  
	4'b0001: SSeg = 7'b1111001;  
	4'b0010: SSeg = 7'b0100100;  
	4'b0011: SSeg = 7'b0110000;  
	4'b0100: SSeg = 7'b0011001;  
	4'b0101: SSeg = 7'b0010010;  
	4'b0110: SSeg = 7'b0000010;  
	4'b0111: SSeg = 7'b1111000;  
	4'b1000: SSeg = 7'b0000000;  
	4'b1001: SSeg = 7'b0011000;  
   4'ha: SSeg = 7'b0001000;  
   4'hb: SSeg = 7'b0000011;
   4'hc: SSeg = 7'b0100111;
   4'hd: SSeg = 7'b0100001;
   4'he: SSeg = 7'b0000100;
   4'hf: SSeg = 7'b0001110;
    default:
    SSeg = 0;
    endcase
end
endmodule
`timescale 1ns / 1ps
module multiplicador( input [2:0] MR, 
							 input [2:0] MD, 
							 input init, 
							 input clk,  
							 output reg [5:0] pp, 
							 output reg done
    );
reg sh;
reg rst;
reg add;
reg [5:0] A;
reg [2:0] B;
wire z;
reg [2:0] status =0;
assign z=(B==0)?1:0;
always @(posedge clk) begin
	if (rst) begin
		A = {3'b000,MD};
		B = MR;
	end
	else	begin 
		if (sh) begin
			A= A << 1;
			B = B >> 1;
		end
	end
end 
always @(posedge clk) begin
	if (rst) begin
		pp =0;
	end
	else	begin 
		if (add) begin
		pp =pp+A;
		end
	end
end
parameter START =0,  CHECK =1, ADD =2, SHIFT =3, END1 =4;
reg[26:0] cfreq=0;
always @(posedge clk) begin
	case (status)
	START: begin
		sh=0;
		add=0;
		cfreq=0;
		if (init) begin
			status=CHECK;
			done =0;
			rst=1;
		end
		end
	CHECK: begin 
		done=0;
		rst=0;
		sh=0;
		add=0;
		if (B[0]==1)
			status=ADD;
		else
			status=SHIFT;
		end
	ADD: begin
		done=0;
		rst=0;
		sh=0;
		add=1;
		status=SHIFT;
		end
	SHIFT: begin
		done=0;
		rst=0;
		sh=1;
		add=0;
		if (z==1)
			status=END1;
		else
			status=CHECK;
		end
	END1: begin
		done =1;
		rst =0;
		sh =0;
		add =0;
		if(cfreq[26])
		status =START;
		else
		cfreq=cfreq+1;
	end
	 default:
		status =START;
	endcase 
end 
endmodule
`timescale 1ns / 1ps
module sum4b(init, xi, yi,co,sal);
  input init;
  input [3 :0] xi;
  input [3 :0] yi;
  output co;
  output [3 :0] sal;
  wire [4:0] st;
  assign sal= st[3:0];
  assign Cout = st[4];
  assign st  = 	xi+yi;
endmodule
$ cat flow/constraint.sdc
current_design alu

set clk_period 6.0
set clk_io_pct 0.2

create_clock -name clk0 -period $clk_period [get_ports {clk}]

set non_clock_inputs [all_inputs -no_clocks]
set_input_delay [expr $clk_period * $clk_io_pct] -clock clk0 $non_clock_inputs
set_output_delay [expr $clk_period * $clk_io_pct] -clock clk0 [all_outputs]
$ cat flow/config.mk
export PLATFORM = sky130hd
export DESIGN_NAME = alu
export DESIGN_NICKNAME = alu
export VERILOG_FILES = /design/flow/design.v
export SDC_FILE = /design/flow/constraint.sdc
export NUM_CORES = 4
export LEC_CHECK = 1
export CORE_UTILIZATION = 40
$ cat flow/run.sh
#!/bin/bash
# OpenROAD 26Q1-2900-gdf79404cd8, Yosys 0.63+post, stock flow scripts
make -C /OpenROAD-flow-scripts/flow DESIGN_CONFIG=/design/flow/config.mk WORK_HOME=/design/flow/orfs finish
==> notes.md <==
Total die size: 10600 um^2. Of the total synthesized cell area, the portion taken by XOR and XNOR cells is 5.16%. Layout cell share with drive strength beyond 1: 9.32%.

Gates resized during post-CTS repair numbered 0. The critical path start-end classification was in2reg. The flow ran to the end, and the final reports show no timing, DRC or antenna violations. The portion of synthesized cell area occupied by the leading cell type was 31.7%. The number of I/O port buffers is 20. The startpoint identified for the worst hold timing path is dp.cfreq[0]. In the final report, the number of pins over their slew limit comes to 0. The area fraction in full adders, half adders and majority gates was 7.38%; the number of inserted diodes was 0. Logic depth along the worst register-to-register path is recorded as 5. With the placeable core region at 9820 um^2, the average cell area after synthesis is 10.0 um^2.

The proportion of synthesized area in mux cells works out to 4.70%. The area share of and-or/or-and cells after synthesis was 11.5%. Per the GRT congestion report, total overflow comes to 0.

The netlist uses 53 different library cells. Of all cell types, the one taking the most synthesized area is edfxtp_1. 25 endpoints have no timing constraint. The tools report the total wire length as 7010 um.

TritonCTS built the clock tree. The timing report shows that the slowest cell on the worst path is clkdlybuf4s50_1. With the synthesis warning total at 13, the number of cells on the worst hold path is 1.

In this run the count of I/O pins placed on the die edge is 21. CTS added clock buffers totalling 9. The synthesized netlist occupies a cell area of 4070 um^2.

The longest clock path from root to sink contains 2 buffers. After synthesis, the share of flip-flops with an asynchronous set or reset is 0%. In the final timing run, aggregate negative setup slack is 0 ns. The stat command in Yosys gives a chip area of 4070 um^2. STA classifies the critical path endpoint as a register.

Per STA, the worst path is made up of clkdlybuf4s50_1, nand2b_1, o21ai_0. The run gives 0 as the total setup buffers inserted after CTS. Summed over all nets, the half-perimeter wirelength after detailed placement is 4810 um.

According to the hold report, the worst path is of the reg2reg type. The biggest fanout along the worst timing path is 8. The number of failing hold endpoints at the final stage was 0; the number of logic stages on the critical path including buffering was 3. Number of register pins that no clock reaches: 10. The wire length of the first global-routing pass was 11600 um; the tally of max-capacitance violations was 0. The timing report gives the biggest stage delay along the critical path as 0.62 ns. For the number of standard-cell rows in the floorplan, the log shows 36.

At the pin with the least slew margin, the transition time is 0.736 ns. The final tally of setup violations is 0. The report lists the power per cell area as 334 nW/um^2. Number of buffers and inverters on the critical path: 1. Using the TritonRoute via totals, the vias-per-cell ratio works out to 5.15.

For the number of antenna violations at the first check in global routing, the log shows 0. At the worst endpoint, the required time is 6.00 ns. The tools report the footprint of the flip-flops and latches as 1930 um^2. The area taken by multi-input combinational cells is reported as 2040 um^2.

The overall global routing resource usage came out at 14.4%. Yosys attributes the largest share of cell area to edfxtp_1 (32%), dfxtp_1 (16%), ha_1 (6.1%), nor2_1 (4.1%), nand2_1 (3.4%). Per STA, the worst path accumulates the most delay in the family buffers and inverters. The main logic family after synthesis was simple AND/OR/NAND/NOR gates. The endpoint arrival time on the critical path was 2.34 ns; the residual antenna-violating net count after detailed routing was 0. Detailed-route iteration 0 reported a violation count of 127. In this run the vertical extent of the chip is 103 um. The startpoint type of the worst setup path was an input pin.

Setup repair after global routing left no endpoint under its margin. The number of global-route vias before repair was 2573. The placement summary gives the final routability congestion estimate as 0.812. In the synthesized netlist, the cells that appear most often are nor2_1 (44), edfxtp_1 (43), nand2_1 (37), dfxtp_1 (32), a21oi_1 (23).

Dominant register cell: edfxtp_1. The run gives 27 for the maximum number of pins on one net before global-route repair. Sorting the synthesis cell report by count puts at the top nor2_1. Per Yosys stat, the portion of area used by sequential elements is 47.5%. The synthesized netlist was found by Yosys to have 406 cells. After detailed routing, the average wire length per cell comes to 12.5 um. The share of the core area taken by cells at floorplan is 41.5%. Yosys mapped a number of flops with a built-in enable equal to 43. The DRC violation count after routing came out at 0.

With the relative area change from synthesis to final layout at 13.9%, the source-to-sink clock delay at the later pin of the worst-skew pair is 0.34 ns. The number of instances in the synthesized netlist came out at 406. The startpoint identified for the worst register-to-register timing path is mul.cfreq[0]. The run gives 427 MHz as the maximum clock rate. Per the detail_route report, the via count comes to 2895. The tightest hold path in the finished design has a slack of 0.447 ns. The horizontal extent of the die came out at 103 um. The shortest clock period the worst path allows after layout came out at 2.34 ns. The post-route fraction of the period consumed by the critical path came out at 39.1%. The highest ir drop seen on vdd was 0.150 mV.

For this design, the CTS-stage hold fixing added 0 buffers. Headroom to the max-slew limit came out at 50.5%. For the final database, setup skew stands at 0.0103 ns. The H-tree generated during clock tree synthesis spans 3 levels. The first TritonRoute pass finished after 4 iterations. With the count of fill cells added during filler insertion at 915, the total tool warning count is 33. For reference, simple AND, OR, NAND and NOR cells occupy 21.1% of the area reported after synthesis.

The startpoint of the most critical setup path was opcode[1]. Flip-flop and latch count after synthesis: 75. On the reported timing paths, the clock transition at the registers reads 0.07 ns.

The leakage power was 1.69 nW. The tree is rooted in a clkbuf_8.
## through the flow
stage	setup WS, ns	utilization, %	power (W)	std cells	cell area, um^2
global route	3.54	47.2	0.00165	562	4640
finish	3.66	47.2	0.00155	562	4640
CTS	3.68	47.2	0.00157	562	4640
detailed placement	3.31	44.9	0.00115	546	4410
floorplan	2.43	-	0.00105	406	4070
global placement	3.37	44.9	0.00114	546	4410
## routing by layer
| metal | part of all wire (%) | up-vias | track usage [%] | routed length, um |
|---|---|---|---|---|
| met2 | 44 | 27 | 22.7 | 3090 |
| met3 | 2.9 | 9 | 2.41 | 201 |
| met1 | 52 | 1342 | 22.7 | 3620 |
| li1 | - | 1517 | - | - |
| met4 | 1.5 | 0 | 1.95 | 102 |
| met5 | 0 | - | 0 | 0 |
## cells in the final DEF, fill, tap and decap left out, types with 3 or more instances in the layout
cell / synthesis / final
o21ai_0: 15 / 15
nor2b_1: 4 / 4
nor2_1: 44 / 44
nand2b_1: 6 / 6
ha_1: 20 / 20
xnor2_1: 11 / 11
a31oi_1: 4 / 4
clkbuf_8: 0 / 11
a41o_1: 3 / 3
edfxtp_1: 43 / 43
nand4_1: 8 / 8
clkdlybuf4s50_1: 0 / 20
nor3_1: 7 / 7
nand3_1: 16 / 16
inv_1: 12 / 12
or4_1: 6 / 6
dfxtp_1: 32 / 32
o31ai_1: 7 / 7
a21o_1: 4 / 4
nand3b_1: 3 / 3
xor2_1: 13 / 13
a21oi_1: 23 / 23
buf_4: 0 / 4
nor4_1: 5 / 5
a31o_2: 4 / 4
and3_1: 4 / 4
mux2_2: 7 / 7
or3_1: 6 / 6
nand2_1: 37 / 37
mux2i_1: 9 / 9
and2_1: 6 / 6
## power breakdown
group,internal (W),switching (W),total (W)
logic,0.000173,0.000178,0.000350
registers,0.000637,0.000153,0.000790
clock network,0.000239,0.000170,0.000409
## final cells by class
class / instances / area share [%]
tap: 133 / 3.59
clock buffer: 12 / 3.81
timing repair buffer: 24 / 4.97
inverter: 12 / 0.972
sequential: 75 / 41.7
clock inverter: 4 / 1.03
multi-input combinational: 302 / 44.0
## final timing paths
| check | slack, ns | endpoint |
|---|---|---|
| setup / recovery | 3.66 | mul.status[2] |
| setup reg to reg | 3.90 | mul.cfreq[18] |
| hold / removal | 0.45 | dp.cfreq[0] |
| hold reg to reg | 0.45 | dp.cfreq[0] |
## logic make-up after synthesis
family | after synthesis
buffers and inverters | 29
AOI/OAI and AO/OA | 73
muxes | 17
DFF | 75
and+or+nand+nor | 165
xor gates and xnor gates | 24
adders and majority gates | 23
## sequential cells by signal (all words and copies together) (netlist names)
signal and cells:
dp.an 4, dp.bcd 4, dp.cfreq 17, dp.count 2, mul.A 6, mul.B 3
mul.add 1, mul.cfreq 27, mul.pp 6, mul.rst 1, mul.sh 1, mul.status 3
Power figures rest on the tool's default switching activity, not on a simulated workload.
